==> design/flow/design.v <==
module LLIO
(
	input         CLK_50M,
	input         ENABLE,         
	input         IO_LATCH_IN,    
	output        IO_LATCH_OUT,
	input         IO_DATA_IN,     
	output        IO_DATA_OUT,
	input         LLIO_SYNC,      
	output        LLIO_EN,        
	output [7:0]  LLIO_TYPE,      
	output [23:0] LLIO_BUTTONS,   
	output [47:0] LLIO_ANALOG     
);
enum bit [7:0] {
	LLIO_POLL               = 8'h00,  
	LLIO_STATUS             = 8'h01,  
	LLIO_PRESSURE_STATUS    = 8'h02,  
	LLIO_SET_MODES          = 8'h20,  
	LLIO_GET_MODES          = 8'h21,  
	LLIO_RUMBLE_CONST_START_FROM_PARMS = 8'h11,  
	LLIO_RUBMLE_CONST_END              = 8'h12,
	LLIO_RUMBLE_SINE_START_FROM_PARMS  = 8'h14,  
	LLIO_RUMBLE_SINE_END               = 8'h18,
	LLIO_RUMBLE_CONST_JOLT             = 8'h1A,
	LLIO_RUMBLE_SINE_JOLT              = 8'h1B,
	LLIO_RUMBLE_PARMS                  = 8'h1C  
} commands;
enum bit [7:0] {
	LLIO_ERROR_NODATA       = 8'h00,
	LLIO_ERROR_AP_NO_REPORT = 8'hFF
} errors;
enum bit [20:0] {
	TIME_POLL   = 21'd820000,  
	TIME_SETTLE = 21'd150,     
	TIME_WAIT   = 21'd500,     
	TIME_LEADIN = 21'd84,      
	TIME_BIT_H  = 21'd109,     
	TIME_BIT_R  = 21'd115,     
	TIME_SYNC_H = 21'd49,      
	TIME_SYNC_L = 21'd50       
} time_periods;
typedef enum bit [2:0] {
	READ_IDLE,
	READ_POLL,
	WRITE_STATUS,
	READ_STATUS,
	WRITE_SETUP,
	WRITE_MODES,
	READ_MODES
} execution_stage;
typedef enum bit [3:0] {
	STATE_IDLE,
	STATE_WRITE_START,
	STATE_WRITE,
	STATE_WRITE_END,
	STATE_READ_START,
	STATE_READ_WAIT,
	STATE_READ,
	STATE_READ_END
} execution_state;
logic [20:0]  cycle, count, poll_offset, poll_counter, sync_counter;
logic [31:0]  write_buffer;
logic [3:0]   write_length;
logic [2:0]   read_bit;  
logic [3:0]   read_byte;
logic [7:0]   read_buffer[13];
logic [3:0]   read_length;
logic [23:0]  lljs_buttons;
logic [47:0]  lljs_analog;
logic [7:0]   lljs_type;
logic [7:0]   lljs_modes;
reg   [20:0]  poll_time = TIME_POLL;
logic latch;
logic is_latched;
logic data_in, data_out;
logic enable;
logic old_sync, new_sync, old_data;
execution_stage stage = READ_IDLE;
execution_state state = STATE_IDLE;
assign LLIO_TYPE = lljs_type;
assign LLIO_BUTTONS = lljs_buttons;
assign LLIO_ANALOG = lljs_analog;
assign LLIO_EN = enable;
always_comb begin
	if (latch) begin
		IO_LATCH_OUT <= 1'b0;
		IO_DATA_OUT <= data_out;
	end else begin
		IO_LATCH_OUT <= 1'b1;
		IO_DATA_OUT <= 1'b1;
	end
end
always_ff @(posedge CLK_50M) begin
	if (ENABLE) begin
	old_sync <= new_sync;
	new_sync <= LLIO_SYNC;
	cycle <= cycle + 1'b1;
	if (~latch) begin
		is_latched <= ~IO_LATCH_IN;
		old_data <= data_in;
		data_in <= IO_DATA_IN;
	end
	if (~old_sync && new_sync) begin
		sync_counter <= 0;
		poll_time <= poll_counter - 21'd9500;  
		poll_counter <= 0;
	end else begin
		sync_counter <= sync_counter + 1'b1;
		poll_counter <= poll_counter + 1'b1;
	end
	if (stage == READ_POLL || stage == READ_STATUS)
		poll_offset <= poll_offset + 1'b1;
	case (state)
		STATE_IDLE: begin  
			if (is_latched) begin  
				enable <= 1'b1;
				cycle <= 0;
				count <= 0;
				read_byte <= 0;
				state <= STATE_READ_START;
			end else if (stage == WRITE_STATUS) begin  
				if (cycle > TIME_WAIT) begin
					cycle <= 0;
					state <= STATE_WRITE_START;
					stage <= READ_STATUS;
					read_length <= 'd13;
					write_buffer <= {24'd0, LLIO_STATUS};
				end
			end else if (stage == WRITE_MODES) begin
				if (cycle > TIME_WAIT) begin
					cycle <= 0;
					stage <= READ_MODES;
					read_length <= 1'd1;
					state <= STATE_WRITE_START;
					write_buffer <= {24'd0, LLIO_GET_MODES};
				end
			end else if (sync_counter >= (((poll_offset < (poll_time >> 1)) && enable) ?
				(poll_time - poll_offset) : poll_time)) begin  
				if (stage != READ_IDLE) begin  
					enable <= 1'b0;
					poll_offset <= 0;
					poll_time <= TIME_POLL;
					lljs_buttons <= 24'h0;
					lljs_type <= 8'h0;
					lljs_analog <= 48'h808080808080;
				end
				poll_offset <= 0;
				sync_counter <= 0;
				cycle <= 0;
				read_length <= 0;
				state <= STATE_WRITE_START;
				stage <= READ_POLL;
				write_buffer <= {24'd0, LLIO_POLL};
			end
		end
		STATE_WRITE_START: begin
			if (cycle == 0) begin
				data_out <= 1'b0; 
				latch <= 1'b1;  
				write_length <= 'h8;  
			end else if (cycle >= TIME_LEADIN) begin
				cycle <= 0;
				state <= STATE_WRITE;
			end
		end
		STATE_WRITE: begin
			if (write_length == 0) begin
				state <= STATE_WRITE_END;
				cycle <= 0;
			end else if (cycle == 'd0) begin  
				data_out <= 1'b1;
			end else if (cycle == TIME_BIT_H) begin  
				data_out <= ~write_buffer[0];
				write_buffer <= {1'b0, write_buffer[31:1]};
			end else if (cycle >= (TIME_BIT_R + TIME_BIT_H)) begin
				write_length <= write_length - 1'b1;
				cycle <= 0;
			end
		end
		STATE_WRITE_END: begin
			if (cycle == 0)
				data_out <= 1'b1;
			else if (cycle == TIME_SYNC_H)
				data_out <= 1'b0;
			else if (cycle == (TIME_SYNC_H + TIME_SYNC_L)) begin
				latch <= 1'b0;  
			end else if (cycle >= (TIME_SYNC_H + TIME_SYNC_L + TIME_SETTLE)) begin
				state <= STATE_IDLE;
				cycle <= 0;
			end
		end
		STATE_READ_START: begin
			if (cycle >= TIME_SETTLE && ~is_latched) begin  
				cycle <= 0;
				if (stage == READ_POLL)  
					stage <= WRITE_STATUS;
				state <= STATE_IDLE;
			end else if (count >= 'd10) begin  
				cycle <= 'd10;
				read_bit <= 3'h0;
				state <= STATE_READ;
			end else if (cycle >= TIME_LEADIN && data_in) begin  
				count <= count + 1'b1;
			end
		end
		STATE_READ_WAIT: begin  
			if (cycle > (TIME_SYNC_H + TIME_SYNC_L + 'd5) ||
				((cycle > 'd25) && ~old_data && data_in)) begin  
				cycle <= 0;
				read_bit <= 3'h0;
				state <= (read_byte >= read_length) ? STATE_READ_END : STATE_READ;
			end
		end
		STATE_READ: begin
			if (~is_latched) begin  
				cycle <= 0;
				state <= STATE_IDLE;
			end if (cycle == (TIME_BIT_H + (TIME_BIT_R >> 1))) begin  
				read_buffer[read_byte][read_bit] <= ~data_in;
				read_bit <= read_bit + 1'b1;
			end else if (cycle >= TIME_BIT_H + TIME_BIT_R) begin
				cycle <= 0;
				if (read_bit == 3'h0) begin  
					if (read_byte == 0) begin
						if (stage == READ_STATUS) begin
							lljs_type <= read_buffer[0];
						end else if (stage == READ_MODES) begin
							lljs_modes <= read_buffer[0];
						end
					end else if (read_byte == 'd3)
						lljs_buttons[23:0] <= {read_buffer[3], read_buffer[2], read_buffer[1]};
					else if (read_byte == 'd12) begin
						lljs_analog[47:0] <=
							{read_buffer[11], read_buffer[10], read_buffer[8],
							read_buffer[7], read_buffer[5], read_buffer[4]};
					end
					read_byte <= read_byte + 1'd1;
					state <= STATE_READ_WAIT;
				end
			end
		end
		STATE_READ_END: begin
			if (cycle >= TIME_WAIT) begin  
				if (stage == READ_STATUS) begin
					if (lljs_modes[7]) begin
						lljs_buttons[10] <= lljs_buttons[10] | (lljs_analog[15:8] < 'd50);
						lljs_buttons[11] <= lljs_buttons[10] | (lljs_analog[15:8] > 'd200);
						lljs_buttons[12] <= lljs_buttons[10] | (lljs_analog[7:0]  < 'd50);
						lljs_buttons[13] <= lljs_buttons[10] | (lljs_analog[7:0]  > 'd200);
					end
					stage <= WRITE_MODES;
				end else begin
					stage <= READ_IDLE;
				end
				cycle <= 0;
				state <= STATE_IDLE;
			end
		end
		default: begin
			cycle <= 0;
			count <= 0;
			stage <= READ_IDLE;
			state <= STATE_IDLE;
		end
	endcase
	end else begin
		latch <= 1'b0;
		enable <= 1'b0;
		lljs_analog <= 0;
		lljs_buttons <= 0;
		lljs_modes <= 0;
		lljs_type <= 0;
		state <= STATE_IDLE;
		stage <= READ_IDLE;
	end
end
endmodule
==> design/flow/run.sh <==
#!/bin/bash
# OpenROAD 26Q1-2900-gdf79404cd8, Yosys 0.63+post, stock flow scripts
make -C /OpenROAD-flow-scripts/flow DESIGN_CONFIG=/design/flow/config.mk WORK_HOME=/design/flow/orfs finish
==> design/flow/config.mk <==
export PLATFORM = sky130hd
export DESIGN_NAME = LLIO
export DESIGN_NICKNAME = LLIO
export VERILOG_FILES = /design/flow/design.v
export SDC_FILE = /design/flow/constraint.sdc
export NUM_CORES = 4
export LEC_CHECK = 1
export CORE_UTILIZATION = 30
==> design/flow/constraint.sdc <==
current_design LLIO

set clk_period 25.8
set clk_io_pct 0.2

create_clock -name clk0 -period $clk_period [get_ports {CLK_50M}]

set non_clock_inputs [all_inputs -no_clocks]
set_input_delay [expr $clk_period * $clk_io_pct] -clock clk0 $non_clock_inputs
set_output_delay [expr $clk_period * $clk_io_pct] -clock clk0 [all_outputs]
==> datasheet_impl.txt <==
Table: implementation figures

Parameter                              Value

Drt
  Total DRC errors in the routed layout    0
  Drt pass-1 iters    4
  Average wire per standard cell    14.9 µm
  Number of nets with antenna violations after routing    0
  Number of vias in the routed layout    12606
  Number of antenna repair diodes    0
  Routed Wire Length    39.0 mm
  Average via count per standard cell    4.82
  Iteration-0 DRC count of the detailed router    760

Worst hold path
  Worst Hold Class    reg -> reg

Pwr
  Proportion of total power due to net switching    0.258
  Switching Power    335 µW
  Clock network power share    0.403
  Sequential power share    0.469
  Combinational power share    0.129
  Power Dens Cells    64.8 nW/µm²
  Leakage component of the power    0.00695 µW
  Internal power    963 µW
  Peak ir drop on the vdd network    0.0000419 V

Status
  Status    finished clean

Finish
  Fillcell total    5516
  Layout area overhead    16.1%
  Share of layout cells above drive strength 1    0.0667
  Area of all sequential standard cells    8740 µm²
  Multi-input gate area    7870 µm²

Worst setup path
  Crit path capture    read_bit[1]$_SDFFCE_PN0P_
  Startpoint of the most critical register-to-register path    poll_offset[1]$_DFFE_PP_
  CP Launch Type    input pin
  Worst EP arrival    7430 ps
  Data required time at the worst endpoint    26010 ps
  Critical Path Start    ENABLE
  FF-to-FF setup slack    20410 ps
  Setup Crit Path Kind    in -> reg
  Maximum fanout along the worst path    60
  Critical Path Sink Type    flip-flop
  Worst reg2reg endpoint    sync_counter[18]$_DFFE_PP_
  Reg2Reg Depth    20

STA
  Normalized max-slew margin    0.420
  Share of the cycle needed by the critical path after routing    0.280
  Hold Fails Final Rpt    0
  Total Neg Setup Slack    0 ps
  Unrepaired setup endpoints after global routing    no
  Final setup fails    0
  Highest clock rate    0.138 GHz
  Slew at the pin closest to its max-slew limit    870 ps
  Time the final worst path needs with I/O delays and setup    7220 ps
  Final WS setup    18580 ps
  Clock skew    28.8 ps
  Max-slew violation total from the final report    0

Global route
  Overflow left after global routing    0
  Number of antenna violations at the first check in global routing    0
  Total global routing track utilization    0.137
  Pin count of the biggest net entering global routing    61
  Number of global-route vias before repair    12116
  First-pass GRT wire length    63.5 mm

Logic synthesis
  # Cells Yosys    1777
  Count of synthesis-stage warnings from yosys    5
  Main flop type    edfxtp_1
  Dominant cell type by area after synthesis    edfxtp_1
  Post-Syn Instances    1777
  Synthesized area per cell    9.71 µm²
  Yosys cell types    71
  Seq/Total Area, Yosys    0.507
  Top-area cell type share of the netlist area    0.402
  Cell types with the largest area share after synthesis    edfxtp_1 (40%), dfxtp_1 (10%), ha_1 (6.1%)
  Ys async rst share    0
  Chip area in the Yosys report    17300 µm²
  Number of synthesized flops with an enable pin    231
  Post-Synthesis Cell Area    17300 µm²
  Number of register bits inferred by synthesis    321

Die
  DIE WIDTH    242 µm
  Vertical extent of the die    242 µm
  Standard-cell row count    87
  Num ports    88
  Chip Area    58500 µm²
  Fp util    0.305
  Placeable core area    56600 µm²

Clock tree
  Clock insertion delay at the later pin of the skew report    560 ps
  Clock transition at the registers of the reported paths    60 ps
  Clock tree from TritonCTS    yes
  H-Tree Depth    2
  Max Root-Sink Buffers    3
  Quantity of hold-fixing buffers added after cts    0
  Count of clock tree sinks    321
  Root buffer cell    clkbuf_16
  Count of cells resized by post-cts repair    0
  Post CTS Setup Buffer Count    0
  Number of buffers created by CTS    37

Flow run
  Max-cap violation count    0
  Number of OpenROAD warnings    36

Place
  Post-DP HPWL    26.7 mm
  Final weighted congestion in routability-driven placement    0.909
  Setup slack after placement    17970 ps
  Tally of buffers added on design ports    87
-- placed cells by master, fill, tap and decap left out, drive strengths merged, types with 19 or more instances in the layout --
cell type      instances
nor4                  19
dfxtp                 90
nor2                 281
xnor2                 63
nand4                 26
and3                  27
clkdlybuf4s50         86
nand2                156
xor2                  61
o21ai                 44
inv                   73
a21o                  19
a21oi                152
clkbuf                48
buf                   19
nand2b                41
nand3                132
edfxtp               231
nor3                  44
ha                    84
-- routing by layer --
metal / part of all wire / global-route usage / vias to the layer above
li1: - / - / 6403
met1: 0.47 / 0.207 / 5863
met4: 0.017 / 0.0229 / 2
met5: 0.0014 / 0.00654 / -
met2: 0.45 / 0.207 / 295
met3: 0.063 / 0.0377 / 43
-- sequential cells by signal (all words and copies together) (netlist names), 4 cells and up --
name,count
write_length,4
poll_counter,21
count,21
lljs_type,8
sync_counter,21
read_buffer,80
lljs_analog,48
lljs_buttons,24
state,4
poll_time,21
poll_offset,21
cycle,21
write_buffer,6
read_byte,4
-- critical path, stage by stage --
cell and delay, ps:
buf_4 590, inv_2 560, nor3_1 500, o211ai_1 150, nor3_1 390
-- cell families after synthesis --
| family | synth area share |
|---|---|
| xor gates and xnor gates | 0.0630 |
| DFF | 0.507 |
| AOI/OAI and AO/OA | 0.101 |
| buffers and inverters | 0.0387 |
| other | 0.000217 |
| adders and majority gates | 0.0621 |
| and+or+nand+nor | 0.224 |
| muxes | 0.00464 |
-- worst min path at each step --
stage	start	end	slack (ps)	cells past startpoint
6_report	lljs_analog[18]$_SDFFE_PN0P_	lljs_analog[18]$_SDFFE_PN0P_	450	2
4_1_cts	lljs_analog[29]$_SDFFE_PN0P_	lljs_analog[29]$_SDFFE_PN0P_	450	2
5_1_grt	lljs_analog[26]$_SDFFE_PN0P_	lljs_analog[26]$_SDFFE_PN0P_	460	2
-- Yosys cell counts, drive strengths merged (4+ instances only) --
cell	number
buf	36
a31oi	10
mux2i	8
o211ai	10
clkbuf	49
nor2b	18
xnor2	63
a211oi	8
nor4	19
a21o	19
nor2	281
a21oi	152
or2	5
edfxtp	231
nand4	26
nor3b	4
o21ai	44
nor3	44
xor2	61
nand2b	41
o31ai	6
and4	7
and2	14
dfxtp	90
inv	72
nand3	132
and3	27
ha	84
o311ai	4
or3	12
nand2	156
-- cell type report --
class                           instances  area share
Multi-Input combinational cell       1299       0.393
Inverter                               72      0.0135
Timing Repair Buffer                  105      0.0501
Sequential cell                       321       0.436
Clock inverter                         15      0.0101
Tap cell                              756      0.0472
Clock buffer                           48      0.0499
-- stage by stage --
stage               power (µW)  area (µm²)  std cells  utilization  hold WS (ps)
detailed placement         785       18800       2553        0.333           446
floorplan                  745       17300       1777            -           417
CTS                       1310       20000       2616        0.354           454
global route              1360       20000       2616        0.354           464
finish                    1300       20000       2616        0.354           450
global placement           782       18800       2553        0.333           445
-- power groups by stage --
stage	Combinational [µW]	Sequential, µW	Clock (µW)
CTS	168	608	538
finish	167	608	523
global route	190	612	556
Power is estimated from default activity; no workload was simulated.
